**./config.mk**
```make
export PLATFORM = sky130hd
export DESIGN_NAME = datapath
export DESIGN_NICKNAME = datapath
export VERILOG_FILES = /design/flow/design.v
export SDC_FILE = /design/flow/constraint.sdc
export NUM_CORES = 4
export LEC_CHECK = 1
export CORE_UTILIZATION = 40
```
**./constraint.sdc**
```tcl
current_design datapath

set clk_period 19.8
set clk_io_pct 0.2

create_clock -name clk0 -period $clk_period [get_ports {clk}]

set non_clock_inputs [all_inputs -no_clocks]
set_input_delay [expr $clk_period * $clk_io_pct] -clock clk0 $non_clock_inputs
set_output_delay [expr $clk_period * $clk_io_pct] -clock clk0 [all_outputs]
```
**./design.v**
```verilog
`timescale 1ns / 1ps
module addr_norm( normo, pcv );
input  [6:0] pcv;
output [6:0] normo;
reg [6:0] ooo;
always @ (pcv)
begin
ooo <= pcv + 1;
end
assign normo = ooo;
endmodule
`timescale 1ns / 1ps
module alu(inp1,inp2,sel,out1);
input  [15:0] inp1;
input  [15:0] inp2;
input   [2:0] sel;
output [15:0] out1;
reg [15:0] outp;
always@(inp1,inp2,sel)
begin
 case (sel)
  3'b000:  outp <= inp1+inp2;
  3'b001:  outp <= inp1-inp2;
  3'b010:  outp <= inp1&inp2;
  3'b011:  outp <= inp1|inp2;
  3'b100:  outp <= inp1^inp2;
  3'b101:  outp <= inp1;
  3'b110:  outp <= inp2;
  default: outp <= inp1+inp2;
 endcase
end
assign out1 = outp;
endmodule
`timescale 1ns / 1ps
module control_unit(opcode,flag,done,alu_mux,alu_sel,reg_wr,datm_wr,pc_mux);
input flag;
input [3:0] opcode;    
output alu_mux, reg_wr, datm_wr, pc_mux,done;
output [2:0] alu_sel;
reg alu_m,regf_wr,dm_wr,pc_m,don;
reg [2:0] alu_selc;
initial
pc_m = 1'b0;
always@(opcode,flag)
begin
 case( opcode ) 
  4'b0000: begin  
           alu_m   <= 0;
			  alu_selc <= 3'b000;
			  regf_wr <= 1'b0;
			  dm_wr   <= 0;
			  pc_m    <= 0;
  			  don <= 0;
			  end
  4'b0001: begin  
           alu_m   <= 0;
			  alu_selc <= 3'b000;
			  regf_wr <= 1'b1;
			  dm_wr   <= 0;
			  pc_m    <= 0;
  			  don <= 0;
			  end
  4'b0010: begin  
           alu_m   <= 0;
			  alu_selc <= 3'b101;
			  regf_wr <= 1'b1;
			  dm_wr   <= 0;
			  pc_m    <= 0;
			  don <= 0;
			  end
  4'b1100: begin  
			  alu_m   <= 1;  
			  alu_selc <= 3'b000;
			  regf_wr <= 1'b1;
			  dm_wr   <= 0;
			  pc_m    <= 0;
			  don <= 0;
			  end
  4'b1101: begin  
			  alu_m   <= 1;
			  alu_selc <= 3'b110;  
			  regf_wr <= 1'b1;
			  dm_wr   <= 0;
			  pc_m    <= 0;
			  don <= 0;
			  end
  4'b1000: begin  
			   if(!flag) begin
			    alu_m   <= 0;
			    alu_selc <= 3'b000;
			    regf_wr <= 0;
			    dm_wr   <= 0;
			    pc_m    <= 1; 
				 don <= 0;
				end
            else begin
             alu_m   <= 0;
			    alu_selc <= 3'b000;
			    regf_wr <= 0;
			    dm_wr   <= 0;
			    pc_m    <= 0;
				 don <= 0;
				end 				
			  end
  4'b0101: begin  
			  alu_m   <= 0;
			  alu_selc <= 3'b000;
			  regf_wr <= 0;
			  dm_wr   <= 1;
			  pc_m    <= 0;
			  don <= 0;
			  end
  4'b0100: begin  
			  alu_m   <= 0;
			  alu_selc <= 3'b001;  
			  regf_wr <= 0;
			  dm_wr   <= 0;
			  pc_m    <= 0;
			  don <= 0;
			  end
  default: begin  
           don <= 1;
			  alu_m   <= 0;
			  alu_selc <= 3'b000;
			  regf_wr <= 1'b0;
			  dm_wr   <= 0;
			  pc_m    <= 0;
           end
 endcase			  
end
assign alu_sel = alu_selc;
assign alu_mux = alu_m;
assign reg_wr  = regf_wr;
assign datm_wr = dm_wr;
assign pc_mux  = pc_m; 
assign done    = don;
endmodule
`timescale 1ns / 1ps
module datamemory(
    input  [5:0] address,  
    input  write_en,
	input  clk, 
    input  [15:0] datain,
    output [15:0] out
    );
reg [15:0] mem[0:63]; 
always@(negedge clk) 
begin
 if(write_en) 
 mem[address] <= datain;
end 
assign out = mem[address];
endmodule
`timescale 1ns / 1ps
module datapath(input clk, input rst,
					 output DONE,
					 output [15:0] dm_out);
wire [15:0] opc, ra_val, rb_val, mx_16, aluo;
wire wr_en_reg, m_7_s, m_16_s, dmwr, fla ;
wire [6:0] adress, m_7_o, norm_out ;
wire [2:0] alusl ;
regfile r1 (
  .clk  (clk),
  .ra (opc[7:4]), 
  .rb (opc[3:0]), 
  .rw (opc[11:8]),    
  .wr (wr_en_reg),
  .rav (ra_val),  
  .rbv (rb_val),  
  .val  (aluo)    
 );
instruction_mem i0 (
  .addr (adress), 
  .opcode   (opc) 
 );
datamemory d0 (
  .address  (rb_val[5:0]), 
  .write_en   (dmwr), 
  .clk   (clk), 
  .datain  (ra_val), 
  .out  (dm_out) 
 );
mux_16 m16_0 (
  .inp2 (rb_val), 
  .immi (opc[3:0]),
  .sel   (m_16_s), 
  .out (mx_16) 
 );
mux_7 m7_0 (
  .norm  (norm_out), 
  .immi  (opc[6:0]), 
  .sel   (m_7_s),    
  .out  (m_7_o)      
 );
control_unit c0 (
  .opcode (opc[15:12]), 
  .flag    (fla), 
  .done  (DONE),   
  .alu_mux   (m_16_s),
  .alu_sel (alusl),   
  .reg_wr  (wr_en_reg),
  .datm_wr   (dmwr),   
  .pc_mux   (m_7_s)    
 ); 
alu a0(
  .inp1  (ra_val), 
  .inp2  (mx_16),  
  .sel   (alusl),  
  .out1   (aluo)    
 );
pc pc0 (
  .reset  (rst),
  .addr   (adress), 
  .clk      (clk),  
  .mux_inp  (m_7_o) 
 );
addr_norm adr0( 
  .normo  (norm_out),
  .pcv    (adress)    
 );
flag f00 (
  .clk  (clk),
  .alu_out (aluo[15]),
  .f_out (fla)
);
endmodule
`timescale 1ns / 1ps
module flag ( clk, alu_out , f_out );
input  alu_out,clk;
output f_out;
reg fl;
always@(posedge clk)
 fl <= alu_out;
assign f_out = fl;
endmodule
`timescale 1ns / 1ps
module instruction_mem(addr,opcode);
input [6:0] addr;
output [15:0] opcode;
reg [15:0] mem [0:127];
reg [7:0] i;
initial begin
mem[0]=  16'b0000000000000000;
mem[1]=  16'b0101000000010101;
mem[2]=  16'b1100010101010001;
mem[3]=  16'b0101000000100101;
mem[4]=  16'b1100010101010001;
mem[5]=  16'b0001001100010010;
mem[6]=  16'b0010000100100000;
mem[7]=  16'b0010001000110000;
mem[8]=  16'b1100010001000001;
mem[9]=  16'b0101000000110101;
mem[10]= 16'b1100010101010001;
mem[11]= 16'b0100000000000100;
mem[12]= 16'b1000000000000101;
 for (i = 13; i < 128; i = i + 1) begin
 mem[i]= 16'b1111000000000000;
 end
end 
assign opcode = mem[addr];
endmodule
`timescale 1ns / 1ps
module mux_16(
    input [15:0] inp2,
    input [3:0] immi,
    input sel,
	 output wire [15:0] out
    );
assign out = (sel) ? (immi | 16'b0000000000000000) : inp2;
endmodule
`timescale 1ns / 1ps
module mux_7(
    input [6:0] norm,
    input [6:0] immi,
    input sel,
	 output [6:0] out
    );
assign out = (sel) ? immi : norm;
endmodule
`timescale 1ns / 1ps
module pc(
    input clk, input reset,
    output [6:0] addr,
    input [6:0] mux_inp
    );
reg [6:0] add;
initial begin
add = 7'b0000000;
end
always@(posedge clk) 
begin
 if(reset) begin
 add <= 7'b0000001; 
 end
 else begin
 add <= mux_inp;
 end
end
assign addr = add; 
endmodule
module regfile(clk,ra,rb,rw,wr,rav,rbv,val);
input [15:0] val;
input [3:0] ra,rb,rw;
input clk,wr;
output [15:0] rav,rbv;
reg [15:0] rfile [0:15];  
reg [4:0] i;
initial begin
rfile[0] = 16'b0000000000001000;
rfile[1] = 16'b0;
rfile[2] = 16'b1;
for(i=3; i < 16 ; i= i + 1) begin
rfile[i] =16'b0;
end
end
assign rav = rfile[ra];
assign rbv = rfile[rb];
always@(posedge clk)
begin
  if(wr) begin 
  rfile[rw] <= val;  
  end
end
endmodule
```
**./run.sh**
```bash
#!/bin/bash
# OpenROAD 26Q1-2900-gdf79404cd8, Yosys 0.63+post, stock flow scripts
make -C /OpenROAD-flow-scripts/flow DESIGN_CONFIG=/design/flow/config.mk WORK_HOME=/design/flow/orfs finish
```
==> Changelog: implementation <==
### Metrics

* Yosys Warn Count at 8
* Synth Cell Area at 46380 um^2
* Chip area estimate from yosys synthesis at 46380 um^2
* Routability congestion estimate from global placement at roughly 0.96
* Sequential power share at 37.3%
* Global-route total usage across every layer at approximately a quarter
* CTS Hold Buffers Added at 0
* Result of the run: finished, final reports clean
* Endpoint of the worst hold path: pc0.add[0]
* Arrival time reported for the critical path endpoint at 13.39 ns
* Adder Area Share at 0.7716%
* Number of distinct library cell variants in the gate-level netlist after synthesis at 94
* Die X-Extent at between 300 and 400 um
* Clock network power share at 32.9%
* Asr flop ratio synth at 0%
* Total negative slack for setup checks at 0 ns
* Net Sw Power at between 3000 and 4000 uW
* Initial antenna violation count at 4
* H-Tree Level Count at 3
* Clock input transition at the sequential cells of the worst setup and hold paths at 0.06 ns
* Clock sink count at 1160
* Most frequent cells in the layout: sky130_fd_sc_hd__edfxtp_1 (1152), sky130_fd_sc_hd__inv_1 (1089), sky130_fd_sc_hd__nand2_1 (369)
* Largest net degree at the start of global routing at ~67
* Most frequent logic cell in the layout: sky130_fd_sc_hd__edfxtp_1
* Routed WL per cell at around 24 um
* Number of buffers created by CTS at 121
* Per-cell via count in the routed design at ~5.5
* Register bit count reported by yosys at 1160
* Chip Area at 117300 um^2
* CTS max path bufs at 3
* Static leakage power at 0.02308 uW
* Largest vdd supply drop at between 0.1 and 0.15 mV
* Hold Violations, Final at 0
* Cell chosen for the clock root: sky130_fd_sc_hd__clkbuf_16
* DRC marker count from the first detailed-route iteration at 2010
* Reg2Reg Launch Point: pc0.add[0]
* Setup violations, final at 0
* Switching part of the total at 37.72%
* Floorplan utilization at 40.45%
* Slew at the pin closest to its max-slew limit at ~1.0 ns
* Area of all placed cells without fillers at 57100 um^2
* Sequential element share of the synthesized area at 74.93%
* Combinational fraction of design power at between 20% and 30%
* Worst hold path cell count at 2
* Type of element capturing the critical path: output pin
* Post-synthesis area per instance at 15.29 um^2
* Resized cells post-CTS at 0
* R2R setup slack at 4.55 ns
* Share of post-route cells with drive strength above 1 at 10.98%
* Crit Path Class: reg -> out
* Final hold slack at around 0.57 ns
* Die Y at approximately 340 um
* And+or+nand+nor area frac at 6.513%
* Area fraction in xor and xnor cells at 0.5288%
* Total number of warnings across the stage logs at 1038
* Worst Hold Launch: f00.fl
* Area inside the core boundary at 114700 um^2
* Max-slew headroom at the worst pin at 30.02%
* Top cells by area: sky130_fd_sc_hd__edfxtp_1 (75%), sky130_fd_sc_hd__a22oi_1 (5.1%), sky130_fd_sc_hd__nand2_1 (3.0%), sky130_fd_sc_hd__mux2i_1 (1.7%), sky130_fd_sc_hd__a21oi_1 (1.2%)
* Global-route wire length before repair at 206.1 mm
* Reg2Reg Depth at 11
* Overall via count from detail_route at approximately 32000
* Worst-Skew Late Latency at 0.73 ns
* Post-Route Skew at 0.05091 ns
* Largest fanout on the critical path at 1
* Area leader, netlist: sky130_fd_sc_hd__edfxtp_1
* Predominant post-synthesis flop cell: sky130_fd_sc_hd__edfxtp_1
* Startpoint type of the worst setup path: flip-flop
* Overall overflow remaining after global route at 0
* Path category of the worst min-delay check: reg -> reg
* Largest logic family: AND-OR/OR-AND gates
* Number of cells produced by synthesis at 3034
* TritonCTS clock tree: done
* Count of instantiated cells in the yosys netlist at 3034
* Number of buffer cells added on primary ports at 18
* Final standard cell utilization of the core at 49.80%
* Placement Rows at 124
* Area of placed instances at 49380 um^2
* First-pass iteration count of the detailed router at 8
* Setup repair after global routing missed its margin: false
* Drt drc at 0
* Total wirelength of the detailed-routed design at 141.1 mm
* Multiplexer share of the synthesized area at 2.412%
* Worst reg2reg path endpoint: d0.mem[13][6]
* Total Power Consumption at 9043 uW
* Share of Yosys cell area claimed by the top area cell type at 74.59%
* Post-synth EDFFs at around 1200
* Number of I/O pins at 19
* Half-perimeter wire length after placement at 81.06 mm
* Via count of the first global-routing pass at between 30000 and 40000
* Total of max-cap violations at 0
* Share of synthesized cell area in and-or and or-and compound cells at around 13%
* Post-DRT Antenna Nets at 0
* Setup fix buffers added after clock tree synthesis at 0
* Internal at 5632 uW
* Cell Pwr Density at 158.4 nW/um^2
* Post-synthesis to final-layout area growth at 23.12%
* Max Slew Vio Count at 0
* Required time of the critical path at 15.84 ns
==> cell type report <==
| class | instances | area [um^2] |
|---|---|---|
| Fill cell | 9340 | 57550 |
| Antenna cell | 4 | 10.01 |
| Timing Repair Buffer | 201 | 1554 |
| Clock buffer | 123 | 3078 |
| Tap cell | 1512 | 1892 |
| Sequential cell | 1160 | 34750 |
| Inverter | 27 | 101.3 |
| Multi-Input combinational cell | 1681 | 11080 |
| Clock inverter | 1117 | 4637 |
==> state kept, by name, summed over array words and instances (netlist names) <==
name and count:
r1.rfile 128, d0.mem 1024, pc0.add 7, f00.fl 1
==> power groups by stage <==
stage,Combinational [uW],Clock (uW),Sequential [uW]
CTS,2680,3060,3370
global route,2900,3320,3370
finish,2700,2980,3370
==> kinds of logic after synthesis <==
family,count (synthesis)
DFF,1160
AOI/OAI and AO/OA,808
and+or+nand+nor,694
buffers and inverters,208
muxes,107
adders and majority gates,28
xor gates and xnor gates,28
other,1
==> worst max-delay path: stages, from the launching register on <==
cell and delay, ns:
sky130_fd_sc_hd__edfxtp_1 0.36, sky130_fd_sc_hd__mux2_1 0.30, sky130_fd_sc_hd__a221oi_1 0.27, sky130_fd_sc_hd__nor2_1 0.08
sky130_fd_sc_hd__a221oi_1 0.37, sky130_fd_sc_hd__o22ai_1 0.19, sky130_fd_sc_hd__or4_1 0.74, sky130_fd_sc_hd__clkdlybuf4s50_1 0.47
==> worst max path at each step <==
stage                   from    endpoint
CTS           d0.mem[35][15]  dm_out[15]
global route  d0.mem[35][15]  dm_out[15]
finish        d0.mem[35][15]  dm_out[15]
==> cell usage after synthesis, types with 23 or more instances <==
library cell               count
sky130_fd_sc_hd__o21ai_0      78
sky130_fd_sc_hd__edfxtp_1   1152
sky130_fd_sc_hd__nand3_1      73
sky130_fd_sc_hd__a221oi_1     59
sky130_fd_sc_hd__nor2_1      142
sky130_fd_sc_hd__xnor2_1      23
sky130_fd_sc_hd__nand2_1     370
sky130_fd_sc_hd__clkbuf_1     63
sky130_fd_sc_hd__mux2i_1      81
sky130_fd_sc_hd__inv_1        27
sky130_fd_sc_hd__ha_1         27
sky130_fd_sc_hd__a21oi_1     108
sky130_fd_sc_hd__buf_1        25
sky130_fd_sc_hd__buf_2        77
sky130_fd_sc_hd__a22o_1       27
sky130_fd_sc_hd__a22oi_1     312
sky130_fd_sc_hd__a31oi_1      34
==> stage by stage <==
stage          instances  setup slack [ns]
6_report            5825             2.445
5_1_grt             5821             2.348
4_1_cts             5821             2.413
2_1_floorplan       3049             4.189
3_5_place_dp        4582             3.173
3_3_place_gp        4582             3.253
==> per-layer routing <==
layer	part of all wire (%)	vias up	GRT usage (%)
met4	3.8	8	12.05
met5	0.17	-	1.442
li1	-	14467	-
met1	34	15265	30.46
met2	46	1968	36.20
met3	16	273	21.69
Power is estimated from default activity; no workload was simulated.
